===== flow/constraint.sdc =====
current_design myFIFO

set clk_period 4.8
set clk_io_pct 0.2

create_clock -name clk0 -period $clk_period [get_ports {clk}]

set non_clock_inputs [all_inputs -no_clocks]
set_input_delay [expr $clk_period * $clk_io_pct] -clock clk0 $non_clock_inputs
set_output_delay [expr $clk_period * $clk_io_pct] -clock clk0 [all_outputs]

===== flow/config.mk =====
export PLATFORM = sky130hd
export DESIGN_NAME = myFIFO
export DESIGN_NICKNAME = myFIFO
export VERILOG_FILES = /design/flow/design.v
export SDC_FILE = /design/flow/constraint.sdc
export NUM_CORES = 4
export LEC_CHECK = 1
export CORE_UTILIZATION = 40

===== flow/run.sh =====
#!/bin/bash
# OpenROAD 26Q1-2900-gdf79404cd8, Yosys 0.63+post, stock flow scripts
make -C /OpenROAD-flow-scripts/flow DESIGN_CONFIG=/design/flow/config.mk WORK_HOME=/design/flow/orfs finish

===== flow/design.v =====
`timescale 1ns / 1ps
module myFIFO
#(parameter ADDR_WIDTH = 4,
  parameter FIFO_DEPTH = 16,
  parameter FIFO_WIDTH = 16
)
(
	input  logic clk,
	input  logic rst_n,
	input  logic wr_en,
	input  logic rd_en,                       
	input  logic [FIFO_WIDTH-1:0] buf_in,      
	output logic [FIFO_WIDTH-1:0] buf_out,     
	output logic buf_empty,
	output logic buf_full,                    
	output logic [ADDR_WIDTH-1:0] fifo_cnt     
);
  logic [ADDR_WIDTH-1:0] rd_ptr,wr_ptr;       
  logic [FIFO_WIDTH-1:0] buf_mem[0:FIFO_DEPTH-1];
  assign buf_empty = (fifo_cnt == 0)?1:0;
  assign buf_full  = (fifo_cnt == FIFO_DEPTH)?1:0;
  always_ff @(posedge clk or negedge rst_n)begin
     if(!rst_n)
         fifo_cnt <= 0;
     else if((!buf_full&&wr_en)&&(!buf_empty&&rd_en))  
         fifo_cnt <= fifo_cnt;
     else if(!buf_full && wr_en)           
         fifo_cnt <= fifo_cnt + 1;
     else if(!buf_empty && rd_en)          
         fifo_cnt <= fifo_cnt-1;
     else
         fifo_cnt <= fifo_cnt;
  end
  always @(posedge clk or negedge rst_n) begin
		if(!rst_n) begin
			buf_out <= 0;
		end else if(rd_en && !buf_empty) begin
			buf_out <= buf_mem[rd_ptr];
		end
  end
  always_ff @(posedge clk) begin
		if(wr_en && !buf_full)
			buf_mem[wr_ptr] <= buf_in;
  end
	always @(posedge clk or negedge rst_n) begin
		if(!rst_n) begin
			wr_ptr <= 0;
			rd_ptr <= 0;
		end else begin
			if(!buf_full && wr_en)
				wr_ptr <= wr_ptr + 1;
			if(!buf_empty && rd_en)
				rd_ptr <= rd_ptr + 1;
		end
	end
endmodule

==> results.sh <==
# flow metrics
export IMPL_synth_sequential_area_ratio_pct=75.1
export IMPL_ff_type="sky130_fd_sc_hd__edfxtp_1"
export IMPL_yosys_top_cells_area="sky130_fd_sc_hd__edfxtp_1, sky130_fd_sc_hd__mux4_1, sky130_fd_sc_hd__mux4_2"
export IMPL_dr_pass1_iters=4
export IMPL_gp_routability_congestion=0.850
export IMPL_post_cts_repair_setup_buffers=0
export IMPL_vias_per_instance=5.24
export IMPL_synth_area_yosys_sq_um=11200
export IMPL_timing_critical_path_arrival_ns=1.86
export IMPL_ctsResizeCount=0
export IMPL_yosysCellCount=521
export IMPL_power_per_cell_area_nw_per_um2=568
export IMPL_worst_clock_skew_ns=0.185
export IMPL_final_layout_size_suffix_gt1_share_pct=18.8
export IMPL_max_slew_margin_pct=36.5
export IMPL_clockBufferDepth=3
export IMPL_fp_dieW_um=169
export IMPL_power_switching_uw=2030
export IMPL_mappedNetlistArea_sq_um=11200
export IMPL_worst_setup_path_startpoint="fifo_cnt[0]$_DFFE_PN0P_"
export IMPL_route_final_wire_length_mm=21.2
export IMPL_totalNegativeSetupSlack_ns=0
export IMPL_congestion_overflow_gr=0
export IMPL_hold_violation_count_in_the_final_report=0
export IMPL_finalSetupViolations=0
export IMPL_enable_flop_cells=256
export IMPL_result_of_the_run="completed"
export IMPL_design_portCount=42
export IMPL_postRouteAntennaNets=0
export IMPL_hold_worst_slack_ns=0.483
export IMPL_cts_htree_levels=1
export IMPL_drv_slew=0
export IMPL_gr_usage_all_layers_pct=17.4
export IMPL_num_antenna_cells=0
export IMPL_power_sequential_fraction_pct=46.0
export IMPL_final_common_cell="sky130_fd_sc_hd__edfxtp_1"
export IMPL_holdCritPathClass="input port to async pin"
export IMPL_wire_length_of_the_first_global_routing_pass_mm=33.4
export IMPL_worstPathRequired_ns=3.84
export IMPL_grt_pass1_vias=5719
export IMPL_cellLeakagePower_uw=0.00426
export IMPL_signed_area_change_from_the_synthesized_netlist_to_the_final_layout_pct=15.5
export IMPL_cts_hold_buffers=0
export IMPL_routedWlPerCell_um=21.8
export IMPL_synth_cells=521
export IMPL_avgSynthCellArea_sq_um=21.4
export IMPL_synth_yosys_warnings=1
export IMPL_tool_warnings=28
export IMPL_worst_tran_pin_value_ns=0.952
export IMPL_cts_tree="done"
export IMPL_end_kind="primary output"
export IMPL_clock_sinks=284
export IMPL_achievable_frequency_mhz=355
export IMPL_internal_power_uw=5290
export IMPL_fp_coreArea_sq_um=27200
export IMPL_cts_reportedPaths_clkPinSlew_ns=0.06
export IMPL_power_switching_share_pct=27.8
export IMPL_finalCriticalPeriod_ns=2.82
export IMPL_postSynth_asyncResetShare_pct=9.86
export IMPL_floorplan_initialDensity_pct=41.1
export IMPL_grt_antenna_before_repair=0
export IMPL_fin_cells=972
export IMPL_clock_buffers_created_by_tritoncts=29
export IMPL_worstPathMaxFanout=7
export IMPL_r2r_startpoint="rd_ptr[1]$_DFFE_PN0P_"
export IMPL_drc_markers=0
export IMPL_vias=5094
export IMPL_detailedRoute_firstIterationViolations=338
export IMPL_grt_setup_unrepaired="no"
export IMPL_ys_types=38
export IMPL_row_count=60
export IMPL_cap_violations=0
export IMPL_yosysTopAreaCell="sky130_fd_sc_hd__edfxtp_1"
export IMPL_die_size_y_um=169
export IMPL_period_used_pct=58.7
export IMPL_clock_latency_late_pin_ns=0.53
export IMPL_power_clock_fraction_pct=29.7
export IMPL_top_cell_area_share_pct=68.9
export IMPL_grt_max_degree=43
export IMPL_lay_top_cells="sky130_fd_sc_hd__edfxtp_1, sky130_fd_sc_hd__clkdlybuf4s50_1, sky130_fd_sc_hd__mux4_2"
export IMPL_crit_type="flip-flop to primary output"
export IMPL_ir_drop_v=0.000233
export IMPL_port_buffers=40
export IMPL_worstSetupStartpointType="flip-flop"
export IMPL_share_comb_of_total_power_pct=24.3
export IMPL_ys_ff=284
export IMPL_placed_cells_incl_taps=920
export IMPL_chipArea_sq_um=28600
export IMPL_post_dp_hpwl_mm=12.9
export IMPL_root_buffer="sky130_fd_sc_hd__clkbuf_16"
## sequential cells by signal, indices dropped and copies added (netlist names)
| register | count |
|---|---|
| wr_ptr | 4 |
| fifo_cnt | 4 |
| rd_ptr | 4 |
| buf_out | 16 |
| buf_mem | 256 |
## power groups by stage
stage     sequential [uW]  combinational [uW]  clock [uW]
4_1_cts              3380                1830        2210
5_1_grt              3430                1950        2310
6_report             3370                1780        2170
## cells by family after synthesis
family	Yosys count	synth area share, %
adder cells (fa/ha/maj)	8	0.964
flip-flops	284	75.1
other	1	0.0336
XOR/XNOR	10	0.852
buffers and inverters	34	2.30
multiplexers	82	15.5
AND/OR/NAND/NOR	64	2.45
AND-OR/OR-AND	38	2.70
## critical path, cell delays in order (launching register included)
cell                              delay [ns]
sky130_fd_sc_hd__dfrtp_1                0.49
sky130_fd_sc_hd__nor4_1                 0.32
sky130_fd_sc_hd__clkdlybuf4s50_1        0.52
## Yosys cell counts, types with 7 or more instances
| library cell | number |
|---|---|
| sky130_fd_sc_hd__xnor2_1 | 8 |
| sky130_fd_sc_hd__mux2i_1 | 17 |
| sky130_fd_sc_hd__edfxtp_1 | 256 |
| sky130_fd_sc_hd__buf_6 | 8 |
| sky130_fd_sc_hd__buf_2 | 8 |
| sky130_fd_sc_hd__a221oi_1 | 11 |
| sky130_fd_sc_hd__ha_1 | 7 |
| sky130_fd_sc_hd__nand2b_1 | 7 |
| sky130_fd_sc_hd__nor2_1 | 27 |
| sky130_fd_sc_hd__nand2_1 | 22 |
| sky130_fd_sc_hd__mux4_2 | 34 |
| sky130_fd_sc_hd__dfrtp_1 | 28 |
| sky130_fd_sc_hd__mux4_1 | 30 |
| sky130_fd_sc_hd__o22ai_1 | 11 |
## final timing paths
kind | to | slack [ns] | cells after the start
worst max-delay path | buf_empty | 1.98 | 2
worst min-delay path | rd_ptr[1]$_DFFE_PN0P_ | 0.48 | 1
worst max register to register | buf_out[7]$_DFFE_PN0P_ | 2.12 | 5
worst min register to register | buf_out[14]$_DFFE_PN0P_ | 0.51 | 1
max in group asynchronous | rd_ptr[1]$_DFFE_PN0P_ | 3.79 | 1
min in group clk0 | buf_out[14]$_DFFE_PN0P_ | 0.51 | 1
## area by class of cell
type,instances,area [sq um]
fill,2233,14300
sequential,284,8390
multi-input combinational,203,2570
clock buffer,40,787
timing repair buffer,57,523
tap,372,465
clock inverter,12,138
inverter,4,15.0
## per-stage QoR
stage	total power, uW	utilization [%]	instance area (sq um)	worst slack [ns]
floorplan	4630	-	11200	1.83
global placement	5210	44.0	12000	1.65
detailed placement	5240	44.0	12000	1.53
CTS	7410	47.4	12900	1.95
global route	7680	47.4	12900	1.89
finish	7320	47.4	12900	1.98
## layer usage
layer | global-route usage [%] | up-vias | share of wire [%]
met2 | 27.4 | 209 | 50
met3 | 8.31 | 19 | 9.9
met5 | 0 | - | 0
li1 | - | 2275 | -
met4 | 1.72 | 0 | 1.1
met1 | 25.0 | 2591 | 39
Power and IR drop assume default switching activity.
