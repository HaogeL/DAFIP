`/design/flow/config.mk`:
```
export PLATFORM = sky130hd
export DESIGN_NAME = top_module
export DESIGN_NICKNAME = top_module
export VERILOG_FILES = /design/flow/design.v
export SDC_FILE = /design/flow/constraint.sdc
export NUM_CORES = 4
export LEC_CHECK = 1
export CORE_AREA = 10 10 70 70
export DIE_AREA = 0 0 80 80
```
`/design/flow/constraint.sdc`:
```
current_design top_module

set clk_period 1.1
set clk_io_pct 0.2

create_clock -name clk0 -period $clk_period [get_ports {clk}]

set non_clock_inputs [all_inputs -no_clocks]
set_input_delay [expr $clk_period * $clk_io_pct] -clock clk0 $non_clock_inputs
set_output_delay [expr $clk_period * $clk_io_pct] -clock clk0 [all_outputs]
```
`/design/flow/design.v`:
```
module top_module (
	input clk,
	input [1:0] in,
	input areset,
	output out
);
	localparam A=2'd00, B=2'd01, C=2'd10, D=2'd11;
	logic[1:0] state;		 
	logic[1:0] next;
  always_comb begin
		case (state)
			A:  
			case (in)
					2'b01:     next = B ;
					2'b10:     next = C ;
					default:   next = state ;
			endcase
			B:  
			case (in)
					2'b01:     next = C ;
					2'b10:     next = D ;
					default:   next = state ;
			endcase
			C:  
			case (in)
					2'b01:     next = D ;
					2'b10:     next = A ;
					default:   next = state ;
			endcase
			D:  
			case (in)
					2'b01:     next = A ;
					2'b10:     next = B ;
					default:   next = state ;
			endcase
			default: next = A;
		endcase
  end			
	always @(posedge clk or posedge areset) begin
		if (areset) state <= B;		 
		else state <= next;			 
	end	
	assign out = (state==B);
endmodule
```
`/design/flow/run.sh`:
```
#!/bin/bash
# OpenROAD 26Q1-2900-gdf79404cd8, Yosys 0.63+post, stock flow scripts
make -C /OpenROAD-flow-scripts/flow DESIGN_CONFIG=/design/flow/config.mk WORK_HOME=/design/flow/orfs finish
```
==> CHANGELOG.md <==
## Flow update

- Status: finished, final reports clean
- Place WS: -0.509 ns
- Kind of end point of the critical path: output port
- Final HPWL DP: 333 um
- Fraction of layout cells with a size suffix above 1: 34.6%
- Die X: 80 um
- TritonCTS Sinks: 4
- Vias per Instance: 2.15
- Critical-path maximum fanout: 4
- Root Buffer: clkbuf_4
- Met3 WL: 86 um
- Final-report max-slew violation count: 0
- Max layer used: met3
- Slew headroom: 79.0%
- Die area: 0.00640 mm^2
- Power density cells: 1130 mW/mm^2
- Wire length on met2: 165 um
- Fmax: 918 MHz
- Syn. warnings: 3
- Seq share, synth: 52.6%
- Final period util: 99.0%
- Arrival @ worst endpoint: 0.87 ns
- WHS: 0.173 ns
- RSZ-0062 raised after global routing: true
- # diodes: 0
- Cell Type Count: 5
- Floorplan utilization: 5.64%
- Gpl congestion: 0.660
- All-Layer GR Usage: 1.62%
- Tmin final: 1.09 ns
- CTS tree: yes
- Worst path depth: 1
- Dominant cell area share: 39.0%
- Initial DRC count: 15
- CTS HTree Levels: 1
- First-pass GRT wire length: 807 um
- Sequence of cells on the critical path: buf_2
- Initial antenna violation count: 0
- Final worst setup slack: 0.0108 ns
- Worst R2R Path Depth: 2
- Biggest regs: state (4)
- Max Root-Sink Buffers: 2
- Critical path class: reg -> out
- Routed WL per cell: 6.25 um
- Largest net degree at the start of global routing: 5
- WL met1: 198 um
- Ys cells: 17
- Routed Antenna Nets: 0
- Clk pin slew, worst setup/hold paths: 0.04 ns
- Lkg Pwr: 0.000167 uW
- Ys flops: 4
- Slew @ Worst Pin: 0.316 ns
- CP Buf/Inv Count: 1
- GRT overflow: 0
- Peak supply drop: 0.181 mV
- Post-CTS Setup Inserts: 0
- Reg with most FFs: state
- Syn_area_per_cell: 11.3 um^2
- R2R setup slack: 0.16 ns
- MaxCap Viol Count: 0
- CTS Buf Count: 3
- Critical Path RT: 0.88 ns
- Port Buf Inserts: 4
- Pre-antenna DRT Iters: 4
- Clock skew: 0.00664 ns
- Vias in the first global route: 222
- Wirelength, routed: 450 um
- Remaining routing DRC violations: 0
- Top cells by area, synth: dfrtp_1 39%, a222oi_1 21%, dfstp_2 14%, inv_1 14%, ha_1 13%
- Max reg flops: 4
- Most frequent logic cell in the layout: inv_1
- Area figure in the yosys stat output: 193 um^2
- Insertion Delay late pin: 0.24 ns
- Final Hold Fails: 0
- Family with the most delay on the worst path: flip-flops
- Cells after Synth: 17
- Synth area leader: dfrtp_1
- Row cnt: 21
- Die H: 80 um
- Crit path launch type: register
- IO Pins: 5
- Tool warnings: 28
- Top Layout Cells: 6 x inv_1, 4 x a222oi_1, 3 x clkbuf_4, 3 x dfrtp_1, 2 x ha_4
- Core footprint: 0.00342 mm^2
- Worst hold path class: in -> async
- Setup violations, final: 0
- CP max stage delay: 0.54 ns
- Cell Area, Synth: 193 um^2
- Worst path slowest cell: dfstp_2
- Layout overhead on the synthesized area: 77.9%
- Vias: 155
==> stage by stage <==
stage | instance area (um^2) | total power, uW | setup TNS, ns | util (%) | cells
final | 343 | 386 | 0 | 10.0 | 72
after detailed placement | 298 | 181 | -2.09 | 8.72 | 68
after floorplan | 193 | 164 | 0 | - | 17
after CTS | 332 | 397 | -0.00261 | 9.71 | 72
after global routing | 343 | 410 | -0.0257 | 10.0 | 72
after global placement | 298 | 179 | -1.98 | 8.72 | 68
==> final cells by class <==
type,instances,area (um^2)
clock buffer,4,26.3
fill,403,3070
inverter,7,26.3
multi-input combinational,6,90.1
sequential,4,101
tap,46,57.6
timing repair buffer,5,41.3
==> where the power goes <==
part | switching (uW) | total [uW] | internal [uW]
sequential | 0 | 148 | 148
clock | 62.5 | 199 | 136
combinational | 18.3 | 39.3 | 21.0
==> logic make-up (layout without fill, tap and decap cells) <==
group / after synthesis / in the layout / share of synthesized area, %
compound gates: 4 / 4 / 20.8
fa+ha+maj: 2 / 2 / 13.0
buf+inv: 7 / 16 / 13.6
flops: 4 / 4 / 52.6
==> final timing paths <==
kind                          start       end
min                          areset  state[2]
max                        state[0]       out
min reg2reg                state[3]  state[1]
max in group asynchronous    areset  state[0]
max reg2reg                state[2]  state[1]
min in group clk0          state[3]  state[1]
==> routing by layer <==
metal  GRT usage [%]  vias up
met3            1.82        0
met2            2.33        7
met1            1.40       69
met4           0.704        0
met5               0        -
li1                -       79
==> cell usage after synthesis, drive strengths merged <==
cell type and instances:
inv 7, ha 2, a222oi 4, dfstp 1, dfrtp 3
==> timing repair <==
item	4_1_cts	5_1_grt
setup endpoints to repair	5	4
hold buffers	0	0
endpoints found under the hold margin	0	0
gates resized	8	2
pin swaps	2	2
No activity file was given, so power comes from the tool's default toggle rates.
